===== design.v =====
module Adder(
    src1_i,
	src2_i,
	sum_o
	);
input  [32-1:0]  src1_i;
input  [32-1:0]	 src2_i;
output [32-1:0]	 sum_o;
wire    [32-1:0]	 sum_o = src1_i + src2_i;
endmodule

===== run.sh =====
#!/bin/bash
# OpenROAD 26Q1-2900-gdf79404cd8, Yosys 0.63+post, stock flow scripts
make -C /OpenROAD-flow-scripts/flow DESIGN_CONFIG=/design/flow/config.mk WORK_HOME=/design/flow/orfs finish

===== config.mk =====
export PLATFORM = sky130hd
export DESIGN_NAME = Adder
export DESIGN_NICKNAME = Adder
export VERILOG_FILES = /design/flow/design.v
export SDC_FILE = /design/flow/constraint.sdc
export NUM_CORES = 4
export LEC_CHECK = 1
export CORE_AREA = 10 10 94 94
export DIE_AREA = 0 0 104 104

===== constraint.sdc =====
current_design Adder

set clk_period 24.1
set clk_io_pct 0.2

create_clock -name clk0 -period $clk_period

set non_clock_inputs [all_inputs -no_clocks]
set_input_delay [expr $clk_period * $clk_io_pct] -clock clk0 $non_clock_inputs
set_output_delay [expr $clk_period * $clk_io_pct] -clock clk0 [all_outputs]

==> job_summary.md <==
## Synthesis and layout report

| Metric | Value |
|---|---|
| RSZ-0062 raised after global routing | false |
| Pwr/cell area | 28.8 nW/um2 |
| Residual DRC count | 0 |
| Comb power frac | 1.000 |
| Starting utilization of the core area | 0.255 |
| Commonest cells after routing, fill and taps aside | 96 x sky130_fd_sc_hd__clkdlybuf4s50_1, 31 x sky130_fd_sc_hd__ha_1, 29 x sky130_fd_sc_hd__a21oi_1 |
| Minimum clock period after layout | 12580 ps |
| Initial DRC count | around 75 |
| Delay-heaviest family, CP | AND-OR/OR-AND gates |
| Startpoint class of the critical path | input port |
| Synth Area per Inst | around 7.2 um2 |
| Worst path most repeated cell | sky130_fd_sc_hd__clkdlybuf4s50_1 |
| Critical Path Fanout Max | 4 |
| Cells on Worst Hold Path | 3 |
| Data required, critical path | 19280 ps |
| Cells along the critical path | clkdlybuf4s50_1, ha_1, fa_1, a21o_1, a31o_2, nand3_1, o221ai_1, a311oi_1, o21bai_1, xor2_1, clkdlybuf4s50_1 |
| Total via count after detailed routing | ~2100 |
| Clock buf count | 0 |
| Max incr delay on CP | slightly below 500 ps |
| Most common logic cell in the routed design | sky130_fd_sc_hd__clkdlybuf4s50_1 |
| Overall die height | 104 um |
| Number of warnings the tools reported | 32 |
| Top-level I/O count | 96 |
| Footprint of the flip-flops and latches | 0 um2 |
| Post-Syn Area | 1740 um2 |
| Switching power summed over all nets | about 0.032 mW |
| Endpoint arrival time on the critical path | about 7800 ps |
| Worst supply voltage drop on vdd | between 0.00001 and 0.000015 V |
| Clock network fraction of design power | 0 |
| YS chip area | about 1700 um2 |
| Core Box Area | around 6800 um2 |
| Wire length after detailed routing | approximately 5900 um |
| WL per Instance | roughly 14 um |
| DIE WIDTH | roughly 100 um |
| Vias in the first global route | 2054 |
| Total half-perimeter wirelength after legalization and detailed placement | a little over 5000 um |
| Ys Warns | 0 |
| Fraction of power spent switching nets | 0.397 |
| Routability cong. | between 0.8 and 0.9 |
| Sequential area share after synthesis | 0 |
| Number of buffers added for setup after CTS | 0 |
| Worst slew slack as a fraction of its limit | 0.640 |
| Die ar. | 10800 um2 |
| Area growth, synth to finish | 59.5% |
| End of the worst hold path | sum_o[0] |
| Post-route clock period utilization | 0.522 |
| DRT antenna net count | 0 |
| Largest net degree at the start of global routing | 11 |
| Distinct cells, synth | approximately 50 |
| CP Buf/Inv Count | 2 |
| Min-Delay Path Class | in -> out |
| Number of flip-flops and latches | 0 |
| Fmax | approximately 80 MHz |
| Final number of hold-violating endpoints | 0 |
| Post-cts resize count | 0 |
| Max-cap viol count | 0 |
| Hold-fix buffers, CTS | 0 |
| Diode insertion count for antenna repair | 0 |
| Cell at the slowest stage of the critical path | sky130_fd_sc_hd__clkdlybuf4s50_1 |
| Proportion of power drawn by flip-flops and latches | 0 |
| Final Util | 0.407 |
| Status | complete, no violations |
| Classification of the worst setup path | in -> out |
| Count of final max-slew check failures | 0 |
| Hold Path Origin | src2_i[0] |
| Total cells reported by yosys after synthesis | 241 |
| Reported leakage power | approximately 1.2 nW |
| Wire length of the first global-routing pass | around 10000 um |
| Residual overflow from global routing | 0 |
| Vias per inst | 5.01 |
| Std cell rows | 30 |
| Detailed-router iteration count before antenna repair | 4 |
| Buffers added on ports | roughly 96 |
| Final setup violation count | 0 |
| Synthesized netlist cell count | about 240 |
| Overall global routing resource usage | 0.104 |
| Crit. End Element | output port |
| Initial antenna violation count | 0 |
| Summed negative setup slack over all endpoints | 0 ps |
| Tightest Pin Transition | 527 ps |
| Layout cell share with drive strength beyond 1 | 0.0307 |
| Internal power contribution | approximately 0.048 mW |
[through the flow]
step	cell area (um2)	worst slack, ps	hold slack [ps]	instances	power, mW
finish	2780	11520	10670	422	0.0801
global placement	2780	11540	10670	422	0.0811
detailed placement	2780	11490	10680	422	0.0808
global route	2780	11300	10710	422	0.0894
floorplan	1740	12630	9710	241	0.0385
CTS	2780	11480	10680	422	0.0815
[synthesized netlist by cell type (2+ instances only)]
cell type | n | area, um2
sky130_fd_sc_hd__xnor2_1 | 13 | 114
sky130_fd_sc_hd__o21bai_1 | 4 | 30.0
sky130_fd_sc_hd__buf_2 | 2 | 10.0
sky130_fd_sc_hd__a21oi_1 | 29 | 145
sky130_fd_sc_hd__o211ai_1 | 3 | 22.5
sky130_fd_sc_hd__nand2_1 | 18 | 67.6
sky130_fd_sc_hd__clkbuf_1 | 8 | 30.0
sky130_fd_sc_hd__o21a_1 | 2 | 15.0
sky130_fd_sc_hd__a31oi_1 | 3 | 18.8
sky130_fd_sc_hd__a211oi_1 | 3 | 22.5
sky130_fd_sc_hd__o311ai_1 | 2 | 17.5
sky130_fd_sc_hd__nor2_1 | 12 | 45.0
sky130_fd_sc_hd__o221ai_1 | 2 | 17.5
sky130_fd_sc_hd__nand4_1 | 8 | 50.1
sky130_fd_sc_hd__mux2i_1 | 2 | 20.0
sky130_fd_sc_hd__o21ai_0 | 13 | 65.1
sky130_fd_sc_hd__nand2b_1 | 2 | 12.5
sky130_fd_sc_hd__or2_2 | 3 | 18.8
sky130_fd_sc_hd__ha_1 | 31 | 388
sky130_fd_sc_hd__xor2_1 | 15 | 131
sky130_fd_sc_hd__nor3_1 | 4 | 20.0
sky130_fd_sc_hd__a311oi_1 | 2 | 17.5
sky130_fd_sc_hd__inv_1 | 6 | 22.5
sky130_fd_sc_hd__a21o_1 | 19 | 143
sky130_fd_sc_hd__nand3_1 | 10 | 50.1
[how the worst max path moves through the flow]
stage / endpoint / startpoint / cells past startpoint
finish: sum_o[26] / src1_i[0] / 11
global route: sum_o[26] / src1_i[0] / 11
CTS: sum_o[26] / src1_i[0] / 11
[cell families after synthesis]
kind of cell	after synthesis	synth area share
adder cells (fa/ha/maj)	32	0.234
AND-OR/OR-AND	97	0.393
AND/OR/NAND/NOR	65	0.183
multiplexers	2	0.0115
buffers and inverters	17	0.0380
XOR/XNOR	28	0.141
[layer usage]
metal  up-vias  part of all wire  track usage
met3         0             0.060       0.0188
met2        63              0.45        0.167
met1       965              0.49        0.149
met5         -                 0            0
met4         0                 0            0
li1       1086                 -            -
[power groups by stage]
| stage | registers (mW) | clock network [mW] | logic [mW] |
|---|---|---|---|
| final | 0 | 0 | 0.0801 |
| after global routing | 0 | 0 | 0.0894 |
| after CTS | 0 | 0 | 0.0815 |
[area by class of cell]
class,instances,area [um2]
Inverter,6,22.5
Tap cell,96,120
Multi-Input combinational cell,224,1680
Timing Repair Buffer,96,961
Fill cell,701,4050
Power is estimated from default activity; no workload was simulated.
