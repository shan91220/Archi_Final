--- /design/flow/design.v ---
`timescale 1ns / 1ps
module Data_Memory
(
	clk_i,
	rst_i,
	addr_i,
	data_i,
	MemRead_i,
	MemWrite_i,
	data_o
);
input				clk_i;
input				rst_i;
input	[31:0]		addr_i;
input	[31:0]		data_i;
input				MemRead_i;
input				MemWrite_i;
output	[31:0] 		data_o;
reg		[31:0]		data_o;
reg		[7:0]		Mem 			[0:127];	 
integer				i;
wire	[31:0]		memory			[0:31];
assign  memory[0] = {Mem[3], Mem[2], Mem[1], Mem[0]};
assign  memory[1] = {Mem[7], Mem[6], Mem[5], Mem[4]};
assign  memory[2] = {Mem[11], Mem[10], Mem[9], Mem[8]};
assign  memory[3] = {Mem[15], Mem[14], Mem[13], Mem[12]};
assign  memory[4] = {Mem[19], Mem[18], Mem[17], Mem[16]};
assign  memory[5] = {Mem[23], Mem[22], Mem[21], Mem[20]};
assign  memory[6] = {Mem[27], Mem[26], Mem[25], Mem[24]};
assign  memory[7] = {Mem[31], Mem[30], Mem[29], Mem[28]};
assign  memory[8] = {Mem[35], Mem[34], Mem[33], Mem[32]};
assign  memory[9] = {Mem[39], Mem[38], Mem[37], Mem[36]};
assign  memory[10] = {Mem[43], Mem[42], Mem[41], Mem[40]};
assign  memory[11] = {Mem[47], Mem[46], Mem[45], Mem[44]};
assign  memory[12] = {Mem[51], Mem[50], Mem[49], Mem[48]};
assign  memory[13] = {Mem[55], Mem[54], Mem[53], Mem[52]};
assign  memory[14] = {Mem[59], Mem[58], Mem[57], Mem[56]};
assign  memory[15] = {Mem[63], Mem[62], Mem[61], Mem[60]};
assign  memory[16] = {Mem[67], Mem[66], Mem[65], Mem[64]};
assign  memory[17] = {Mem[71], Mem[70], Mem[69], Mem[68]};
assign  memory[18] = {Mem[75], Mem[74], Mem[73], Mem[72]};
assign  memory[19] = {Mem[79], Mem[78], Mem[77], Mem[76]};
assign  memory[20] = {Mem[83], Mem[82], Mem[81], Mem[80]};
assign  memory[21] = {Mem[87], Mem[86], Mem[85], Mem[84]};
assign  memory[22] = {Mem[91], Mem[90], Mem[89], Mem[88]};
assign  memory[23] = {Mem[95], Mem[94], Mem[93], Mem[92]};
assign  memory[24] = {Mem[99], Mem[98], Mem[97], Mem[96]};
assign  memory[25] = {Mem[103], Mem[102], Mem[101], Mem[100]};
assign  memory[26] = {Mem[107], Mem[106], Mem[105], Mem[104]};
assign  memory[27] = {Mem[111], Mem[110], Mem[109], Mem[108]};
assign  memory[28] = {Mem[115], Mem[114], Mem[113], Mem[112]};
assign  memory[29] = {Mem[119], Mem[118], Mem[117], Mem[116]};
assign  memory[30] = {Mem[123], Mem[122], Mem[121], Mem[120]};
assign  memory[31] = {Mem[127], Mem[126], Mem[125], Mem[124]};
always@(posedge clk_i or negedge rst_i) begin
	if(rst_i==0) begin
		for(i=0; i<128; i=i+1)
			Mem[i] = 8'b0;
	end
	else begin
		if(MemWrite_i) begin
			Mem[addr_i+3] <= data_i[31:24];
			Mem[addr_i+2] <= data_i[23:16];
			Mem[addr_i+1] <= data_i[15:8];
			Mem[addr_i]   <= data_i[7:0];
		end
	end
end 
always@(addr_i or MemRead_i) begin
	if(MemRead_i)
		data_o = {Mem[addr_i+3], Mem[addr_i+2], Mem[addr_i+1], Mem[addr_i]};
end
endmodule
--- /design/flow/run.sh ---
#!/bin/bash
# OpenROAD 26Q1-2900-gdf79404cd8, Yosys 0.63+post, stock flow scripts
make -C /OpenROAD-flow-scripts/flow DESIGN_CONFIG=/design/flow/config.mk WORK_HOME=/design/flow/orfs finish
--- /design/flow/config.mk ---
export PLATFORM = sky130hd
export DESIGN_NAME = Data_Memory
export DESIGN_NICKNAME = Data_Memory
export VERILOG_FILES = /design/flow/design.v
export SDC_FILE = /design/flow/constraint.sdc
export NUM_CORES = 4
export LEC_CHECK = 1
export CORE_UTILIZATION = 50
--- /design/flow/constraint.sdc ---
current_design Data_Memory

set clk_period 1.6
set clk_io_pct 0.2

create_clock -name clk0 -period $clk_period [get_ports {clk_i}]

set non_clock_inputs [all_inputs -no_clocks]
set_input_delay [expr $clk_period * $clk_io_pct] -clock clk0 $non_clock_inputs
set_output_delay [expr $clk_period * $clk_io_pct] -clock clk0 [all_outputs]
==> changes_impl.md <==
## Flow update

* CTS max path bufs at 3
* Stop Error: [ERROR GRT-0116] Global routing finished with congestion. Check the congestion regions in the DRC Viewer.
* Final GP Congestion at 2.601
* PortBufs at 74
* Post-Place Cell Area at 123700 um^2
* Yosys stat chip area at 94980 um^2
* First-pass GRT wire length at 1463000 um
* Ys async rst share at 96.97%
* Tot GR Track Use at 115.7%
* Largest net degree at the start of global routing at 84
* Syn Inst Count at 13000
* Grt total ovfl at 32220
* Inserted Clock Buffers at 121
* Vias in the first global route at 150500
* Mean Syn Cell Area at 7.308 um^2
* Core utilization before placement at 50.47%
* Count of unclocked register or latch pins at 32
* Netlist cell types at 104
* Die H at 437.9 um
* Stopped at: global routing (5_1_grt)
* H-Tree Level Count at 3
* FP Rows at 159
* Dpl hpwl at 717000 um
* Ys flop type: dfrtp_1
* Io pins at 100
* Count of library flops with an enable pin at 0
* Root Driver: clkbuf_16
* Endpoints left unconstrained at 64
* Die W at 437.9 um
* Synthesized cell area at 94980 um^2
* Ys cells at 13000
* Status: aborted with a tool error
* Yosys reg bits at 1056
* Synth warnings at 2
-- cells in the mapped netlist (all sizes together) (264+ instances only) --
cell type / instances / area share (%)
a211oi: 933 / 7.4
a21oi: 1274 / 6.7
a221oi: 291 / 2.7
a22o: 345 / 3.2
a22oi: 1100 / 8.7
clkbuf: 1176 / 4.6
dfrtp: 1024 / 27
mux2i: 711 / 7.5
nand2: 1455 / 5.8
nand4: 264 / 1.8
nor2: 1684 / 6.7
nor3: 297 / 1.6
o21ai: 1165 / 6.1
-- per-stage QoR --
step	std cells	worst slack (ns)	total power, mW	setup TNS (ns)
2_1_floorplan	13000	-1.691	54.41	-1382.46
3_3_place_gp	16960	-2.294	100.8	-1663.44
3_5_place_dp	16960	-2.301	101.2	-1686.77
4_1_cts	17270	-0.9438	131.6	-554.79
-- cell families after synthesis --
family	after synthesis	synth area share [%]
compound gates	5601	39.64
xor+xnor	13	0.1871
fa+ha+maj	2	0.02634
buf+inv	1429	5.940
flops	1024	26.98
latches	32	0.5058
mux	721	7.615
simple gates	4175	19.11
-- per-layer routing --
layer | overflow | track usage, %
met5 | 367 | 87.49
met4 | 2473 | 99.99
met3 | 3932 | 100.3
met2 | 16060 | 136.3
met1 | 9383 | 116.3
-- what timing repair did --
action | in CTS
resized | 317
setup endpoints to repair | 1024
pin swaps | 54
setup buffers | 57
hold endpoints to repair | 781
hold buffers | 7
cloned | 13
No activity file was given, so power comes from the tool's default toggle rates.
